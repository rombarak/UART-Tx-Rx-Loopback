$ cat design/flow/config.mk
export PLATFORM = sky130hd
export DESIGN_NAME = uart_top
export DESIGN_NICKNAME = uart_top
export VERILOG_FILES = /design/flow/design.v
export SDC_FILE = /design/flow/constraint.sdc
export NUM_CORES = 4
export LEC_CHECK = 1
export CORE_UTILIZATION = 30
$ cat design/flow/constraint.sdc
current_design uart_top

set clk_period 7.2
set clk_io_pct 0.2

create_clock -name clk0 -period $clk_period [get_ports {clk}]

set non_clock_inputs [all_inputs -no_clocks]
set_input_delay [expr $clk_period * $clk_io_pct] -clock clk0 $non_clock_inputs
set_output_delay [expr $clk_period * $clk_io_pct] -clock clk0 [all_outputs]
$ cat design/flow/design.v
module baud_gen (clk, rst, tick);
    input  clk;
    input  rst;
    output reg tick;
    parameter CLK_FREQ  = 50_000_000;
    parameter BAUD_RATE = 9600;
    localparam integer DIVISOR = CLK_FREQ / (BAUD_RATE * 16);
    reg [31:0] counter;
    always @(posedge clk or posedge rst) begin
        if (rst) begin
            counter <= 0;
            tick    <= 0;
        end else begin
            if (counter == DIVISOR - 1) begin
                counter <= 0;
                tick    <= 1;
            end else begin
                counter <= counter + 1;
                tick    <= 0;
            end
        end
    end
endmodule
module uart_rx (clk, rst, tick, rx_line, rx_data, rx_done, rx_busy);
    input        clk;
    input        rst;
    input        tick;
    input        rx_line;
    output reg [7:0] rx_data;
    output reg   rx_done;
    output reg   rx_busy;
    parameter DATA_BITS = 8;
    localparam [1:0] S_IDLE  = 2'd0,
                     S_START = 2'd1,
                     S_DATA  = 2'd2,
                     S_STOP  = 2'd3;
    reg [1:0] state;
    reg [2:0] bit_idx;
    reg [7:0] shift_reg;
    reg [3:0] ticks_done; 
    always @(posedge clk or posedge rst) begin
        if (rst) begin
            state      <= S_IDLE;
            bit_idx    <= 3'd0;
            shift_reg  <= 8'd0;
            ticks_done <= 4'd0;  
            rx_data    <= 8'd0;
            rx_done    <= 1'b0;
            rx_busy    <= 1'b0;
        end else begin
            rx_done <= 1'b0;
            case (state)
                S_IDLE: begin
                    rx_busy <= 1'b0;
                    if (!rx_line) begin
                        rx_busy    <= 1'b1;
                        ticks_done <= 4'd0;
                        state      <= S_START;
                    end
                end
                S_START: begin
                    if (tick) begin
                        if (ticks_done == 7) begin  
                            if (!rx_line) begin
                                ticks_done <= 4'd0;
                                bit_idx    <= 3'd0;
                                state      <= S_DATA;
                            end else begin
                                state <= S_IDLE;
                            end
                        end else begin
                            ticks_done <= ticks_done + 4'd1;
                        end
                    end
                end
                S_DATA: begin
                    if (tick) begin
                        if (ticks_done == 15) begin  
                            ticks_done <= 4'd0;
                            shift_reg  <= {rx_line, shift_reg[7:1]};
                            if (bit_idx == (DATA_BITS-1))
                                state <= S_STOP;
                            else
                                bit_idx <= bit_idx + 3'd1;
                        end else begin
                            ticks_done <= ticks_done + 4'd1;
                        end
                    end
                end
                S_STOP: begin
                    if (tick) begin
                        if (ticks_done == 15) begin
                            if (rx_line) begin
                                rx_data <= shift_reg;
                                rx_done <= 1'b1;
                            end
                            state   <= S_IDLE;
                            rx_busy <= 1'b0;
                        end else begin
                            ticks_done <= ticks_done + 4'd1;
                        end
                    end
                end
                default: state <= S_IDLE;
            endcase
        end
    end
endmodule
module uart_top (clk, rst, tx_start, tx_data, rx_data, rx_done, tx_busy);
  input        clk;         
  input        rst;         
  input        tx_start;    
  input  [7:0] tx_data;     
  output [7:0] rx_data;     
  output       rx_done;     
  output       tx_busy;     
  wire tick;                
  wire tx_line;             
  baud_gen baud_inst (
    .clk (clk),             
    .rst (rst),             
    .tick(tick)             
  );
  uart_tx tx_inst (
    .clk      (clk),
    .rst      (rst),
    .tick     (tick),       
    .tx_start (tx_start),   
    .tx_data  (tx_data),    
    .tx_line  (tx_line),    
    .tx_busy  (tx_busy)     
  );
  uart_rx rx_inst (
    .clk      (clk),
    .rst      (rst),
    .tick     (tick),       
    .rx_line  (tx_line),    
    .rx_data  (rx_data),    
    .rx_done  (rx_done),    
    .rx_busy  ( )           
  );
endmodule
module uart_tx (clk, rst, tick, tx_start, tx_data, tx_line, tx_busy);
    input        clk;
    input        rst;
    input        tick;
    input        tx_start;
    input  [7:0] tx_data;
    output reg   tx_line;
    output reg   tx_busy;
    parameter DATA_BITS = 8;
    localparam [1:0] S_IDLE  = 2'd0,
                     S_START = 2'd1,
                     S_DATA  = 2'd2,
                     S_STOP  = 2'd3;
    reg [1:0] state;
    reg [2:0] bit_idx;
    reg [7:0] shift_reg;
    reg [3:0] ticks_done;  
    always @(posedge clk or posedge rst) begin
        if (rst) begin
            state      <= S_IDLE;
            bit_idx    <= 3'd0;
            shift_reg  <= 8'd0;
            tx_line    <= 1'b1;
            tx_busy    <= 1'b0;
            ticks_done <= 4'd0;
        end else begin
            case (state)
                S_IDLE: begin
                    tx_line <= 1'b1;
                    tx_busy <= 1'b0;
                    if (tx_start) begin
                        shift_reg  <= tx_data;
                        bit_idx    <= 3'd0;
                        tx_busy    <= 1'b1;
                        ticks_done <= 4'd0;
                        state      <= S_START;
                    end
                end
                S_START: begin
                    if (tick) begin
                        tx_line <= 1'b0;
                        if (ticks_done == 15) begin
                            ticks_done <= 4'd0;
                            state      <= S_DATA;
                        end else begin
                            ticks_done <= ticks_done + 4'd1;
                        end
                    end
                end
                S_DATA: begin
                    if (tick) begin
                        tx_line <= shift_reg[0];
                        if (ticks_done == 15) begin
                            ticks_done <= 4'd0;
                            shift_reg  <= {1'b0, shift_reg[7:1]};
                            if (bit_idx == (DATA_BITS-1))
                                state <= S_STOP;
                            else
                                bit_idx <= bit_idx + 3'd1;
                        end else begin
                            ticks_done <= ticks_done + 4'd1;
                        end
                    end
                end
                S_STOP: begin
                    if (tick) begin
                        tx_line <= 1'b1;
                        if (ticks_done == 15) begin
                            ticks_done <= 4'd0;
                            state      <= S_IDLE;
                            tx_busy    <= 1'b0;
                        end else begin
                            ticks_done <= ticks_done + 4'd1;
                        end
                    end
                end
                default: state <= S_IDLE;
            endcase
        end
    end
endmodule
$ cat design/flow/run.sh
#!/bin/bash
# OpenROAD 26Q1-2900-gdf79404cd8, Yosys 0.63+post, stock flow scripts
make -C /OpenROAD-flow-scripts/flow DESIGN_CONFIG=/design/flow/config.mk WORK_HOME=/design/flow/orfs finish
==> job_summary.md <==
## Implementation flow summary

| Metric | Value |
|---|---|
| Power per cell area | `approximately 220 nW/um2` |
| First-pass GRT wire length | `11.7 mm` |
| Hold buffer count at CTS | `0` |
| Distinct cells, synth | `55` |
| Hold Path Class | `register to register` |
| CP max stage delay | `0.52 ns` |
| Largest net degree at the start of global routing | `58` |
| Crit path arrival time | `~2.9 ns` |
| Period utilization | `0.372` |
| Fp_density | `0.311` |
| Total grt overflow | `0` |
| Aoi share | `0.0746` |
| Core area | `approximately 13000 um2` |
| Placed cells | `547` |
| Routed WL per cell | `11.8 um` |
| Drt via density | `4.79` |
| H-tree level count | `3` |
| Max-cap violations | `0` |
| Post-Synthesis Cells | `365` |
| Reg with most FFs | `baud_inst.counter` |
| Status | `finished clean` |
| Diode count | `0` |
| WL final | `6.62 mm` |
| Worst-path clk slew | `0.07 ns` |
| CTS Buffer Depth | `2` |
| Post-synth top flop | `dfrtp_1` |
| Finished Layout Cells | `563` |
| Antenna Nets Post-Route | `0` |
| # clock sinks | `82` |
| Leakage power | `2.10 nW` |
| Final GP Congestion | `0.775` |
| Logic family by area | `simple AND/OR/NAND/NOR gates` |
| Number of enable flip-flop cells | `0` |
| Adder Share, Synth | `0.0252` |
| Peak supply drop | `0.122 mV` |
| Share of cells above drive strength 1 | `0.105` |
| HPWL after detailed placement | `4.55 mm` |
| Synthesized area | `3970 um2` |
| Critical Path, Cell by Cell | `clkdlybuf4s50_1, nor2b_1, a211o_1, o311ai_1` |
| Crit path DRT | `7.42 ns` |
| Final worst path period need | `~2.7 ns` |
| Total track usage | `0.107` |
| Critical path's slowest cell | `clkdlybuf4s50_1` |
| Max FO, Critical Path | `20` |
| Setup slack after layout | `around 4.5 ns` |
| Clock Skews | `0.00637 ns` |
| Syn_area_per_cell | `10.9 um2` |
| Final setup viols | `0` |
| Multiplexer share | `0.0705` |
| Yosys warnings | `3` |
| Critical path buffers and inverters | `1` |
| Unrepaired setup endpoints after global routing | `false` |
| Yosys xor share | `0.0661` |
| Crit. End Element | `register` |
| Log Warnings | `26` |
| TritonCTS Buffers | `9` |
| Fmax | `373 MHz` |
| Setup TNS | `0 ns` |
| Post-Synth Simple-Gate Area | `0.219` |
| Initial drt markers | `180` |
| Post-synth seq share | `0.517` |
| # DRC | `0` |
| Most frequent cells in the layout | `dfrtp_1, nand2_1, xnor2_1, clkdlybuf4s50_1, nand3_1` |
| Post-CTS setup repair buffer count | `0` |
| Hold Slack | `between 0.4 and 0.5 ns` |
| Registers, synthesis | `82` |
| Fin util | `0.366` |
| Critical setup path kind | `input port to register` |
| Yosys stat cell total | `between 300 and 400` |
| Hold Fails Final Rpt | `0` |
| Antenna violations before repair | `0` |
| Max reg flops | `32` |
| Port Buffer Count | `20` |
| Chip area | `13700 um2` |
| CP Launch Type | `input port` |
| Place WS | `between 4 and 5 ns` |
| Async S/R FF share, synth | `1.00` |
| TritonRoute pass-1 iters | `5` |
| Row cnt | `roughly 41` |
| Die Height | `~120 um` |
| Ports | `21` |
| Clk latency of the worst-skew pair | `0.33 ns` |
| Number of global-route vias before repair | `2559` |
| Vias | `2697` |
| CTS tree | `done` |
| Slew Limit Fails | `0` |
| Synth-to-Final Area Change | `17.7%` |
| Post-cts sizing count | `0` |
| Measured slew at the worst slew-check pin | `0.837 ns` |
| Yosys chip area | `3970 um2` |
| Die width | `117 um` |
| Most common cell after layout, fill and taps aside | `dfrtp_1` |
| Root buffer cell | `clkbuf_16` |
| Max-slew headroom | `0.442` |
| Worst path top cell family by delay | `AND-OR/OR-AND gates` |
[worst register-to-register path, stage by stage (launching register included)]
cell      delay [ns]
dfrtp_1         0.89
nor2_1          0.16
a211o_1         0.54
o311ai_1        0.39
[metal layers]
layer | up-vias | GRT usage | share of wire
li1 | 1351 | - | -
met1 | 1286 | 0.162 | 0.51
met2 | 51 | 0.163 | 0.43
met3 | 9 | 0.0220 | 0.037
met4 | 0 | 0.0186 | 0.018
met5 | - | 0 | 0
[power by group]
| part | switching (W) | total (W) | internal, W |
|---|---|---|---|
| logic | 0.0000179 | 0.0000331 | 0.0000153 |
| registers | 0.0000102 | 0.000483 | 0.000473 |
| clock network | 0.000191 | 0.000501 | 0.000310 |
| total | 0.000219 | 0.00102 | 0.000798 |
[logic make-up (layout without fill, tap and decap cells)]
family                   Yosys count  count (layout)
AND/OR/NAND/NOR                  149             149
flip-flops                        82              82
AND-OR/OR-AND                     45              45
XOR/XNOR                          30              30
multiplexers                      26              26
buffers and inverters             25              51
adder cells (fa/ha/maj)            8               8
[cell usage after synthesis, drive strengths merged, types with 3 or more instances]
cell type / number / area [um2]
dfrtp: 79 / 1980
mux2: 16 / 180
nor2b: 3 / 18.8
or3: 4 / 25.0
mux2i: 10 / 100
nand2b: 4 / 25.0
nand4b: 3 / 26.3
a21oi: 4 / 20.0
nand4: 12 / 111
and3: 3 / 18.8
nor3: 12 / 95.1
nand2: 50 / 188
buf: 6 / 35.0
and2: 4 / 25.0
and4: 5 / 43.8
xnor2: 20 / 175
nand3: 18 / 90.1
nor4: 8 / 86.3
ha: 8 / 100
nor2: 16 / 60.1
xor2: 10 / 87.6
o211ai: 3 / 22.5
inv: 14 / 52.6
clkbuf: 5 / 18.8
o21ai: 20 / 100
dfstp: 3 / 78.8
[final timing paths]
path	from	endpoint	slack (ns)	depth (start not counted)
min in group asynchronous	rst	tx_inst.shift_reg[2]$_DFFE_PP0P_	1.42	2
max in group asynchronous	rst	rx_inst.state[3]$_DFF_PP0_	4.73	3
setup / recovery	tx_start	tx_inst.bit_idx[2]$_DFFE_PP0P_	4.52	4
hold / removal	baud_inst.counter[31]$_DFF_PP0_	baud_inst.counter[31]$_DFF_PP0_	0.46	1
hold reg to reg	baud_inst.counter[31]$_DFF_PP0_	baud_inst.counter[31]$_DFF_PP0_	0.46	1
setup reg to reg	tx_inst.state[1]$_DFF_PP0_	tx_inst.bit_idx[2]$_DFFE_PP0P_	5.12	3
[through the flow]
stage / instance area [um2] / power [W]
final: 4680 / 0.00102
after global routing: 4680 / 0.00106
after CTS: 4680 / 0.00103
after detailed placement: 4340 / 0.000525
after global placement: 4340 / 0.000524
after floorplan: 3970 / 0.000510
[cell type report]
class / count / area [um2]
well taps: 172 / 215
fillers: 1218 / 8100
flip-flops and latches: 82 / 2060
clock buffers: 9 / 225
repair buffers: 21 / 208
clock inverters: 7 / 106
inverters: 14 / 53.8
multi-input cells: 258 / 1810
Power and IR drop assume default switching activity.
